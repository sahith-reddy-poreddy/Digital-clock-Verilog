==> design/flow/design.v <==
module bcd_counter(
    input wire clk,
    input wire reset,
    input wire enable,
    output reg [3:0] tens,   
    output reg [3:0] units   
);
    always @(posedge clk or posedge reset) begin
        if (reset) begin
            tens <= 4'd0;
            units <= 4'd0;
        end else if (enable) begin
            if (units == 4'd9) begin
                units <= 4'd0;
                if (tens == 4'd5)  
                    tens <= 4'd0;
                else
                    tens <= tens + 1;
            end else begin
                units <= units + 1;
            end
        end
    end
endmodule
module clock_divider(
    input wire clk,       
    input wire reset,     
    output reg clk_1hz    
);
    reg [25:0] counter;
    always @(posedge clk or posedge reset) begin
        if (reset) begin
            counter <= 26'd0;
            clk_1hz <= 0;
        end else if (counter == 26'd1) begin  
            clk_1hz <= ~clk_1hz;
            counter <= 26'd0;
        end else begin
            counter <= counter + 1;
        end
    end
endmodule
module digital_clock(
    input wire clk,           
    input wire reset,         
    output wire [3:0] sec_tens, sec_units,   
    output wire [3:0] min_tens, min_units,   
    output wire [3:0] hr_tens, hr_units      
);
    wire clk_1hz;
    clock_divider cd(.clk(clk), .reset(reset), .clk_1hz(clk_1hz));
    wire sec_enable;
    bcd_counter seconds(.clk(clk_1hz), .reset(reset), .enable(1'b1), .tens(sec_tens), .units(sec_units));
    assign sec_enable = (sec_tens == 4'd5 && sec_units == 4'd9);   
    wire min_enable;
    bcd_counter minutes(.clk(clk_1hz), .reset(reset), .enable(sec_enable), .tens(min_tens), .units(min_units));
    assign min_enable = (min_tens == 4'd5 && min_units == 4'd9 && sec_tens == 4'd5 && sec_units == 4'd9);   
    hours_counter hours(.clk(clk_1hz), .reset(reset), .enable(min_enable), .tens(hr_tens), .units(hr_units));
endmodule
module hours_counter(
    input wire clk,
    input wire reset,
    input wire enable,
    output reg [3:0] tens,   
    output reg [3:0] units   
);
    always @(posedge clk or posedge reset) begin
        if (reset) begin
            tens <= 4'd0;
            units <= 4'd0;
        end else if (enable) begin
            if (units == 4'd9) begin
                units <= 4'd0;
                if (tens == 4'd2) begin
                    tens <= 4'd0;
                end else if (tens == 4'd0 && units == 4'd9) begin
                    tens <= tens + 1;
                end
                else if(tens == 4'd1 && units ==4'd1) begin
                    tens <= 0;
                    units <= 0;
                end
            end else begin
                units <= units + 1;
            end
        end
    end
endmodule
==> design/flow/run.sh <==
#!/bin/bash
# OpenROAD 26Q1-2900-gdf79404cd8, Yosys 0.63+post, stock flow scripts
make -C /OpenROAD-flow-scripts/flow DESIGN_CONFIG=/design/flow/config.mk WORK_HOME=/design/flow/orfs finish
==> design/flow/config.mk <==
export PLATFORM = sky130hd
export DESIGN_NAME = digital_clock
export DESIGN_NICKNAME = digital_clock
export VERILOG_FILES = /design/flow/design.v
export SDC_FILE = /design/flow/constraint.sdc
export NUM_CORES = 4
export LEC_CHECK = 1
export CORE_UTILIZATION = 50
==> design/flow/constraint.sdc <==
current_design digital_clock

set clk_period 6.1
set clk_io_pct 0.2

create_clock -name clk0 -period $clk_period [get_ports {clk}]

set non_clock_inputs [all_inputs -no_clocks]
set_input_delay [expr $clk_period * $clk_io_pct] -clock clk0 $non_clock_inputs
set_output_delay [expr $clk_period * $clk_io_pct] -clock clk0 [all_outputs]
==> results.txt <==
most frequent logic cells in the routed design - sky130_fd_sc_hd__dfrtp_1 (51), sky130_fd_sc_hd__xnor2_1 (28), sky130_fd_sc_hd__clkdlybuf4s50_1 (25)
placed wire-length estimate - 3.008 mm
startpoint of the tightest hold check path - cd.counter[25]
fraction of final layout cells sized beyond drive strength 1 - 8.333%
start of the worst register-to-register path - cd.counter[0]
Fill cells - 402
fin. max-slew vios - 0
number of top-level design ports - 26
total global routing track utilization - 17.75%
DRT Pass-1 Iters - 4
maximum number of buffers from clock root to sink - 2
Worst Max-Slew Pin Slew - 0.6962 ns
ratio of routed vias to standard cells - 5.357
remaining number of nets flagged by the antenna check after routing - 0
Hold Crit Class - reg2reg
fp util - 52.24%
Syn Std Cell Area - 0.002484 mm2
Post-CTS Hold Fix Bufs - 0
Slew Limit Headroom - 53.59%
synthesized chip area reported by yosys - 0.002484 mm2
number of clock buffers inserted by TritonCTS - 3
sum of routed wire length over all layers - 4.143 mm
Synth area leaders - sky130_fd_sc_hd__dfrtp_1 (51%), sky130_fd_sc_hd__xnor2_1 (9.9%), sky130_fd_sc_hd__nand3_1 (3.6%)
number of distinct library cells after synthesis - 39
fraction of the yosys area taken by sequential cells - 51.39%
routed via count - 1709
max cap viols - 0
cell row count - 25
startpoint type of the worst setup path - input port
Setup CP Type - in2async
instance tally after logic synthesis - 226
number of logged tool warnings - 29
outcome - completed
cell leakage power - 1.233 nW
CP Data Required Time - 6.45 ns
DIE AREA - 0.005253 mm2
antenna violations before repair - 0
root buffer cell - sky130_fd_sc_hd__clkbuf_8
setup fix buffers added after clock tree synthesis - 0
count of placed standard cells including taps - 315
crit path max-delay cell type - sky130_fd_sc_hd__buf_4
clock network fraction of total power - 34.1%
FF+latch count, synth - 51
floorplan die width - 72.48 um
Largest type area fraction - 51.39%
Internal - 226.3 uW
Final Hold Viols - 0
GP Congestion - 0.8957
maximum number of pins on one net before global-route repair - 52
grt ovf - 0
post-route clock period utilization - 30.18%
Area growth syn-to-layout - 14.46%
utilization after layout - 59.79%
global-route wire length before repair - 7.162 mm
Slowest Stage Delay on Critical Path - 0.49 ns
register pins left without a clock - 24
Switching Fraction - 19.80%
clock skew - 0.003117 ns
most common logic cell in the routed design - sky130_fd_sc_hd__dfrtp_1
part of the total power dissipated in combinational logic - 2.6%
number of gates resized after CTS - 0
post-layout minimum cycle time - 1.841 ns
DRC Markers - 0
register share of total power - 63.3%
critical path buffer and inverter count - 3
Port Buffers - 25
Data arrival, critical path - 2.19 ns
Initial DRC Count - 49
TritonCTS clock tree - yes
reported net switching power - 55.87 uW
highest fanout seen on the critical path - 51
fin cells - 319
cells in synth_stat.txt - 226
cell family contributing the most delay on the critical path - buffers and inverters
largest area contributor in the netlist - sky130_fd_sc_hd__dfrtp_1
Avg Synthesized Cell Area - 10.99 um2
power density of the placed cells - 99.26 mW/mm2
post-route total power - 282.2 uW
critical path launch point - reset
final setup fails - 0
Std-Cell Core Area - 0.004755 mm2
count of endpoints without a timing constraint - 48
CTS H-tree lvls - 1
RSZ-0062 raised after global routing - false
clock transition at the registers of the reported paths - 0.08 ns
setup TNS after final layout - 0 ns
warning count from the yosys run - 3
floorplan die height - 72.48 um
combined area of the multi-input logic cells - 0.001139 mm2
post-DR wirelength/cell - 12.99 um
highest clock rate - 543.2 MHz
Peak VDD IR - 0.0001247 V
clock network latency to the later pin of the worst-skew pair - 0.26 ns
worst path cell trace - clkdlybuf4s50_1 -> inv_2 -> buf_4
vias in the first global route - 1594
number of antenna repair diodes - 0
category of the worst setup path capture point - async pin
area used by sequential logic in the layout - 0.001276 mm2
## sequential cells by signal, summed over array words and instances, names as in the netlist
signal,cells
seconds.tens,4
hours.tens,4
minutes.units,4
cd.counter,26
cd.clk_1hz,1
hours.units,4
seconds.units,4
minutes.tens,4
## per-stage QoR
step	hold WS, ns	area (um2)	setup slack, ns
2_1_floorplan	0.4463	2484	3.650
3_3_place_gp	0.4736	2798	3.944
3_5_place_dp	0.4701	2798	3.921
4_1_cts	0.4828	2843	4.213
5_1_grt	0.5017	2843	4.118
6_report	0.4826	2843	4.259
## Yosys cell counts (all sizes together)
| library cell | instances |
|---|---|
| mux2i | 1 |
| nor3 | 5 |
| buf | 2 |
| nand4b | 1 |
| xnor2 | 28 |
| nand2 | 16 |
| nor2b | 3 |
| o21ai | 6 |
| dfrtp | 51 |
| or4 | 1 |
| o31ai | 1 |
| a22o | 2 |
| nor2 | 17 |
| inv | 11 |
| and4bb | 6 |
| nand3 | 18 |
| nor4b | 3 |
| mux2 | 4 |
| o221ai | 1 |
| nor4 | 5 |
| xor2 | 6 |
| clkbuf | 2 |
| a21oi | 4 |
| nand4 | 15 |
| ha | 5 |
| nand2b | 2 |
| a21o | 2 |
| and4 | 4 |
| and3 | 2 |
| or3 | 2 |
## path summary, 6_finish.rpt
kind                                   to  slack, ns  cells past startpoint
setup / recovery            cd.counter[8]       4.26                      3
hold / removal             cd.counter[25]       0.48                      1
setup reg to reg           cd.counter[14]       4.30                      5
hold reg to reg            cd.counter[25]       0.48                      1
max in group clk0          cd.counter[14]       4.30                      5
min in group asynchronous  cd.counter[11]       1.43                      3
## worst register-to-register path: stages, from the launching register on
cell	delay, ns
sky130_fd_sc_hd__dfrtp_1	0.44
sky130_fd_sc_hd__ha_1	0.26
sky130_fd_sc_hd__inv_1	0.08
sky130_fd_sc_hd__nor3_1	0.55
sky130_fd_sc_hd__nand4_1	0.19
sky130_fd_sc_hd__xnor2_1	0.16
## power groups by stage
stage     Clock [mW]  Combinational, mW  Sequential [mW]
4_1_cts        0.100            0.00797            0.179
5_1_grt        0.109            0.00896            0.179
6_report      0.0963            0.00728            0.179
## kinds of logic (layout without fill, tap and decap cells)
group	count (synthesis)	count (layout)	synth area share, %
AND/OR/NAND/NOR	100	100	25.09
buffers and inverters	15	41	2.771
flip-flops	51	51	51.39
XOR/XNOR	34	34	11.99
multiplexers	5	5	2.217
adder cells (fa/ha/maj)	5	5	2.519
AND-OR/OR-AND	16	16	4.030
## cell type report
cell class	instances	share of cell area [%]
sequential	51	44.89
multi-input combinational	160	40.05
timing repair buffer	26	9.067
tap	67	2.949
clock buffer	4	1.585
inverter	11	1.452
## layer usage
metal	track usage (%)	up-vias	part of all wire (%)
met1	28.18	814	51
met5	0	-	0
met3	1.127	6	2.1
met2	29.28	33	46
met4	2.397	0	0.87
li1	-	856	-
Power is estimated from default activity; no workload was simulated.
